**design.v**
```verilog
`timescale 1ns / 1ps
module ALU(
    input [31:0] a,  
    input [31:0] b, 
    input [3:0] alu_control,
    output zero, 
    output reg [31:0] alu_result);  
 always @(*)
 begin   
      case(alu_control)  
      4'b0000: alu_result = a & b;  
      4'b0001: alu_result = a | b;  
      4'b0100: alu_result = a ^ b;  
      4'b1100: alu_result = ~(a | b);  
      4'b0010: alu_result = a + b;  
      4'b0110: alu_result = a - b;  
      4'b0101: alu_result = a * b;  
      4'b1011: alu_result = a/b;  
      4'b0111: alu_result = (a<b) ? 32'd1 : 32'd0;  
      4'b1000: alu_result = a<<b[10:6];  
      4'b1001: alu_result = a>>b[10:6];  
      4'b1010: alu_result = $signed(a)>>>b[10:6];  
      default: alu_result = a + b;  
      endcase  
 end  
 assign zero = (alu_result==32'd0) ? 1'b1: 1'b0;
endmodule
```
**run.sh**
```bash
#!/bin/bash
# OpenROAD 26Q1-2900-gdf79404cd8, Yosys 0.63+post, stock flow scripts
make -C /OpenROAD-flow-scripts/flow DESIGN_CONFIG=/design/flow/config.mk WORK_HOME=/design/flow/orfs finish
```
**config.mk**
```make
export PLATFORM = sky130hd
export DESIGN_NAME = ALU
export DESIGN_NICKNAME = ALU
export VERILOG_FILES = /design/flow/design.v
export SDC_FILE = /design/flow/constraint.sdc
export NUM_CORES = 4
export LEC_CHECK = 1
export CORE_UTILIZATION = 40
```
**constraint.sdc**
```tcl
current_design ALU

set clk_period 435.3
set clk_io_pct 0.2

create_clock -name clk0 -period $clk_period

set non_clock_inputs [all_inputs -no_clocks]
set_input_delay [expr $clk_period * $clk_io_pct] -clock clk0 $non_clock_inputs
set_output_delay [expr $clk_period * $clk_io_pct] -clock clk0 [all_outputs]
```
==> out/results.md <==
| Metric | This run | Unit |
|---|---|---|
| Run status | completed | - |
| Transition at the pin with the smallest max-transition slack | 1180 | ps |
| Setup TNS | 0 | ps |
| Yosys top cell area share | 17.5 | % |
| Wire length reported by the detailed router | 277000 | um |
| P&R area growth vs syn | 7.02 | % |
| Number of max-cap violations | 0 | - |
| Layout cells sized above 1 | 7.41 | % |
| Total overflow reported by the global router | 0 | - |
| Max_slew headroom | 20.6 | % |
| Warnings, synthesis | 1 | - |
| Most common logic cell in the routed design | nand2_1 | - |
| Internal power contribution | 164 | uW |
| Ports placed on the boundary | 101 | - |
| OpenROAD warning count | 100 | - |
| Worst Hold Margin | 175740 | ps |
| Worst Hold Class | in -> out | - |
| Number of vias per cell | 6.35 | - |
| Area of all placed cells without fillers | 0.0575 | sq mm |
| Netlist area before placement | 0.0537 | sq mm |
| CP max FO | 39 | - |
| Final tally of max-slew violations | 0 | - |
| Total Die Area | 0.136 | sq mm |
| Routability cong. | 1.12 | - |
| Number of hold violations in the final report | 0 | - |
| Iter 0 DRT Violations | 5452 | - |
| Most common logic cells in the final layout | 917 x nand2_1, 775 x nor2_1, 750 x ha_1 | - |
| Routed Antenna Nets | 0 | - |
| First-pass detailed-route iteration total | 6 | - |
| Share of the core filled with cells | 43.1 | % |
| Post-cts hold buffer count | 0 | - |
| Power density of the placed cells | 7.58 | mW/mm^2 |
| Standard cell core area | 0.133 | sq mm |
| Filler Cells Inserted | 13782 | - |
| Category of the worst setup path launch point | input pin | - |
| GR Util All Layers | 41.4 | % |
| Critical path's most frequent cell | ha_1 | - |
| Period minus WS final | 257670 | ps |
| Total of cells resized after clock tree synthesis | 0 | - |
| Largest net degree at the start of global routing | 53 | - |
| Peak supply drop | 0.0000278 | V |
| Standard-cell row count | 134 | - |
| Sequential share of the synthesized area | 0 | % |
| Routed len/inst | 29.9 | um |
| Highest Clock Rate | 3.88 | MHz |
| Dpl cell area | 0.0575 | sq mm |
| Most area-hungry cell type in the Yosys netlist | ha_1 | - |
| Global-route wire length before repair | 397000 | um |
| Residual DRC | 0 | - |
| Net Sw Frac | 62.4 | % |
| Initial antenna violation count | 30 | - |
| RSZ-0062 raised after global routing | false | - |
| Clock tree buffer count of the final layout | 0 | - |
| Critical-path cell with the highest stage delay | or4_1 | - |
| Required time at the endpoint of the critical path | 348240 | ps |
| Cell leakage power | 0.0268 | uW |
| Post-route clock period utilization | 59.2 | % |
| Effective utilization at floorplan | 40.3 | % |
| Die width | 369 | um |
| Net Switching | 272 | uW |
| Via count | 58887 | - |
| Distinct cells, synth | 104 | - |
| Element type at the critical path end | output port | - |
| Number of post-CTS setup repair buffers | 0 | - |
| Y dimension of the die | 369 | um |
| Setup-violating endpoint count in the final report | 0 | - |
| Mean instance size in the synthesized netlist | 7.16 | sq um |
| Delay of the slowest cell on the worst path | 890 | ps |
| Via count of the first global-routing pass | 56128 | - |
| Worst Setup Path Type | in -> out | - |
| FFs & Latches | 0 | - |
| Sequential standard cell area | 0 | sq um |
| Instance count of the mapped netlist | 7505 | - |
| Yosys cell count | 7505 | - |
| Power after layout | 436 | uW |
| Post-synth area hogs | ha_1 17%, fa_1 15%, nand2_1 6.4% | - |
| CP arrival | 170610 | ps |
| Synthesis area per yosys | 0.0537 | sq mm |
| Port Buf Inserts | 101 | - |
| HPWL after DPL | 218000 | um |
==> routing by layer <==
layer / track usage (%) / up-vias / wire length (um)
li1: - / 26577 / -
met2: 58.7 / 3350 / 113000
met4: 19.7 / 24 / 17100
met5: 1.35 / - / 267
met3: 16.4 / 698 / 35300
met1: 55.1 / 28238 / 111000
==> synthesized netlist by cell type (29+ instances only) <==
cell type	number
a211oi_1	73
mux2_2	78
mux4_2	55
nor3_1	198
clkbuf_1	275
a31oi_1	78
nand2_1	917
a221oi_1	35
and2_1	38
buf_1	59
ha_1	750
fa_1	410
a21o_1	186
o21a_1	133
o21bai_1	56
xnor2_1	272
or3_1	72
nand3_1	158
o21ai_0	392
nor4_1	42
nand4_1	52
and3_1	50
o22ai_1	36
o31ai_1	56
buf_2	29
mux2i_1	79
inv_1	699
nor2_1	777
a21oi_1	503
a21boi_0	44
or2_2	51
xor2_1	156
nand2b_1	78
o211ai_1	77
nor2b_1	45
==> final cells by class <==
| class | instances | area [sq um] | share of cell area (%) |
|---|---|---|---|
| multi-input combinational | 6430 | 49800 | 86.6 |
| inverter | 707 | 2660 | 4.62 |
| tap | 1768 | 2210 | 3.85 |
| antenna | 15 | 37.5 | 0.0653 |
| timing repair buffer | 349 | 2820 | 4.90 |
==> critical path, delay by kind of cell <==
| kind | cells | cell delay (ps) |
|---|---|---|
| compound gates | 149 | 45110 |
| simple gates | 79 | 21530 |
| fa+ha+maj | 31 | 9870 |
| buf+inv | 17 | 4800 |
| mux | 5 | 1890 |
==> path summary, 6_finish.rpt <==
check,from,end,slack [ps],cells past startpoint
worst max-delay path,b[18],zero,177630,281
worst min-delay path,alu_control[0],alu_result[0],175740,7
==> through the flow <==
stage | instances | worst slack (ps)
after floorplan | 7505 | 190860
after global placement | 9253 | 181750
after detailed placement | 9253 | 179970
after CTS | 9253 | 179660
after global routing | 9257 | 172530
final | 9269 | 177630
==> kinds of logic (layout without fill, tap and decap cells) <==
| kind of cell | after synthesis | after routing | share of synthesized area (%) |
|---|---|---|---|
| simple gates | 2591 | 2591 | 21.9 |
| xor+xnor | 428 | 428 | 6.98 |
| buf+inv | 1075 | 1056 | 7.63 |
| other cells | 0 | 15 | 0 |
| compound gates | 2038 | 2038 | 25.3 |
| fa+ha+maj | 1160 | 1160 | 32.7 |
| mux | 213 | 213 | 5.44 |
Power is estimated from default activity; no workload was simulated.
