<file path="flow/run.sh">
#!/bin/bash
# OpenROAD 26Q1-2900-gdf79404cd8, Yosys 0.63+post, stock flow scripts
make -C /OpenROAD-flow-scripts/flow DESIGN_CONFIG=/design/flow/config.mk WORK_HOME=/design/flow/orfs finish
</file>
<file path="flow/constraint.sdc">
current_design register_file

set clk_period 15.5
set clk_io_pct 0.2

create_clock -name clk0 -period $clk_period [get_ports {clk}]

set non_clock_inputs [all_inputs -no_clocks]
set_input_delay [expr $clk_period * $clk_io_pct] -clock clk0 $non_clock_inputs
set_output_delay [expr $clk_period * $clk_io_pct] -clock clk0 [all_outputs]
</file>
<file path="flow/design.v">
`timescale 1ns / 1ps
module register_file(
    input clk, reset,  
    input reg_write_en,  
    input [4:0] reg_write_dest,  
    input [31:0] reg_write_data,
    input [4:0] reg_read_addr_1, 
    input [4:0] reg_read_addr_2,  
    output [31:0] reg_read_data_1,  
    output [31:0] reg_read_data_2 
    );
    reg [31:0] reg_array [31:0];  
    always @ (negedge clk ) begin  
           if(reset) begin  
                reg_array[0] <= 32'b0;  
                reg_array[1] <= 32'b0;  
                reg_array[2] <= 32'b0;  
                reg_array[3] <= 32'b0;  
                reg_array[4] <= 32'b0;  
                reg_array[5] <= 32'b0;  
                reg_array[6] <= 32'b0;  
                reg_array[7] <= 32'b0; 
                reg_array[8] <= 32'b0;  
                reg_array[9] <= 32'b0;  
                reg_array[10] <= 32'b0;  
                reg_array[11] <= 32'b0;  
                reg_array[12] <= 32'b0;  
                reg_array[13] <= 32'b0;  
                reg_array[14] <= 32'b0;  
                reg_array[15] <= 32'b0;
                reg_array[16] <= 32'b0;  
                reg_array[17] <= 32'b0; 
                reg_array[18] <= 32'b0;  
                reg_array[19] <= 32'b0;  
                reg_array[20] <= 32'b0; 
                reg_array[21] <= 32'b0;  
                reg_array[22] <= 32'b0;  
                reg_array[23] <= 32'b0;  
                reg_array[24] <= 32'b0;  
                reg_array[25] <= 32'b0;  
                reg_array[26] <= 32'b0;  
                reg_array[27] <= 32'b0; 
                reg_array[28] <= 32'b0;  
                reg_array[29] <= 32'b0;  
                reg_array[30] <= 32'b0;  
                reg_array[31] <= 32'b0;     
           end  
           else begin  
                if(reg_write_en) begin  
                     reg_array[reg_write_dest] <= reg_write_data;  
                end  
           end  
      end  
      assign reg_read_data_1 = ( reg_read_addr_1 == 0)? 32'b0 : reg_array[reg_read_addr_1];  
      assign reg_read_data_2 = ( reg_read_addr_2 == 0)? 32'b0 : reg_array[reg_read_addr_2];  
endmodule
</file>
<file path="flow/config.mk">
export PLATFORM = sky130hd
export DESIGN_NAME = register_file
export DESIGN_NICKNAME = register_file
export VERILOG_FILES = /design/flow/design.v
export SDC_FILE = /design/flow/constraint.sdc
export NUM_CORES = 4
export LEC_CHECK = 1
export CORE_UTILIZATION = 30
</file>
==> metrics.cfg <==
[global_routing]
maximum_number_of_pins_on_one_net_before_global_route_repair = 78
global_route.usage.total_pct = 20.2
grt_pass1_wl_um = 253000
globalRoute.totalOverflow = 0
grt_antenna_before_repair = 4
via_count_of_the_first_global_routing_pass = 39892

[clock_network]
clk_transition_reported_paths_ns = 0.03
cts_num_sinks = 1024
cts_tree = yes
root_buffer = clkbuf_16
cts_made_buffers = 106
post_cts_hold_buffer_count = 0
post_cts.resized_instances = 0
buffer_count_from_post_cts_setup_fixing = 0
cts_max_level = 3
cts-root-to-sink-buffers = 3

[synth]
edf_count = 1024
synthCells = 3544
synth_area_sq_um = 54400
yosysWarnings = 1
synth_sequential_area_ratio_pct = 56.5
postSynthRegisterBits = 1024
synth.avg_cell_area_sq_um = 15.4
yosysUniqueCellTypes = 38
post_synth_area_from_yosys_stat_sq_um = 54400
dominantRegCellSynth = edfxtp_1
synth-async-reset-ratio_pct = 0
ys_cells = 3544

[finish]
n_fill_cell = 16541
layout_top_registers = reg_array x1024
largest_register_ffs = 1024
area.growth.synth_to_final_pct = 20.7
most-common-layout-cells = inv_1, and2_1, edfxtp_1
drive_above_1_share_pct = 20.1
largest-register = reg_array
postLayoutCellArea_sq_um = 65700
dominant_logic_cell_type_in_the_layout = inv_1

[timing]
layout_setup_ws_ns = 1.31
max_slew_margin_pct = 32.9
timing_worst_slew_pin_value_ns = 1.00
timing_max_transition_violations_final = 0
setup_total_negative_slack_ns = 0
final-setup-viol-count = 0
timing.final.hold_violations = 0
grt_setup_unrepaired = no

[detailed_routing]
drtPass1Iterations = 5
vias_per_cell = 5.06
drt_wl_total_um = 174000
drt-initial-drc-count = 1910
drt.antenna.violating_nets = 0
drt-wirelength-per-cell_um = 24.9
via_count = 35482
drc = 0

[worst_hold_path]
timing.hold.worst_endpoint = reg_read_data_2[14]
hp-start = reg_read_addr_2[4]
cell_depth_of_the_worst_hold_path = 5
worst_hold_path_type = input pin to output port

[place]
dpl_worst_slack_ns = 1.31
postPlaceCellArea_sq_um = 58200
port_buffers = 113
half_perimeter_wire_length_after_detailed_placement_um = 111000
gp_congestion = 0.931

[die]
core-area_sq_um = 179000
core.rowCount = 155
floorplan.initialDensity_pct = 30.3
floorplan.die.width_um = 428
die_h_um = 428
ios = 114
chip_area_sq_um = 183000

[setup_path]
critical_path_peak_fanout = 2
worst_ep_arrival_time_ns = 11.09
worst_setup_path_end_kind = output port
critical_path_class = flip-flop to output port
cp_data_required_time_ns = 12.40
setup.worst_path.start_class = flip-flop
critical_path.startpoint = reg_array[15][5]

[pwr]
netSwitchingFraction_pct = 29.8
power_density_over_the_cells_nw_per_um2 = 119
ir_worst_vdd_mv = 0.0867
clock_power_share_pct = 47.3
p_int_mw = 5.48
combPwrFrac_pct = 10.4
leakagePower_nw = 26.2
p_switching_mw = 2.33
sequential_share_of_power_pct = 42.3

[flow_run]
stage_log_warnings = 1027
cap_viol_max_count = 0

[status]
run_status = finished, final reports clean

[worst max path at each step]
stage,slack [ns],to,cells after the start
6_report,1.31,reg_read_data_2[5],5
5_1_grt,1.22,reg_read_data_2[24],6
4_1_cts,1.31,reg_read_data_2[23],5
[cells by family after synthesis]
family,synth area share (%)
and+or+nand+nor,13.6
DFF,56.5
muxes,23.0
buffers and inverters,3.23
AOI/OAI and AO/OA,3.66
[power by group through the flow]
stage	logic, mW	clock network [mW]	registers, mW
CTS	0.813	3.82	3.30
global route	0.857	4.12	3.31
finish	0.812	3.70	3.30
[metrics by stage]
stage | utilization (%) | cells | hold WS [ns] | total power [mW]
detailed placement | 32.5 | 5792 | 7.43 | 4.54
finish | 36.6 | 7008 | 7.42 | 7.81
floorplan | - | 3544 | 6.48 | 4.16
global route | 36.6 | 7008 | 7.49 | 8.29
CTS | 36.6 | 7007 | 7.43 | 7.93
global placement | 32.5 | 5792 | 7.44 | 4.53
[routing by layer]
metal | up-vias | GRT usage, % | part of all wire, %
met4 | 4 | 10.1 | 4.3
met3 | 299 | 13.3 | 13
met2 | 1839 | 31.5 | 50
met5 | - | 0.312 | 0.056
met1 | 17583 | 20.8 | 32
li1 | 15757 | - | -
[synth_stat cells, types with 14 or more instances]
master / n / area (sq um)
o22ai_1: 82 / 513
mux2i_1: 152 / 1520
o221ai_1: 26 / 228
a211oi_1: 43 / 323
nor2b_1: 18 / 113
buf_6: 16 / 180
buf_1: 15 / 56.3
edfxtp_1: 1024 / 30700
and2_1: 1028 / 6430
mux4_2: 470 / 10600
clkbuf_1: 271 / 1020
buf_2: 57 / 285
nor3_1: 52 / 260
buf_4: 28 / 210
a22o_1: 48 / 420
a22oi_1: 14 / 105
or2_2: 34 / 213
a2111oi_0: 28 / 245
nor2_1: 38 / 143
mux2_2: 37 / 417
[area by class of cell]
cell class              instances  area [sq um]  share of cell area, %
flip-flops and latches       1024         30700                   46.8
multi-input cells            2131         22100                   33.7
clock inverters              1107          4730                   7.20
well taps                    2355          2950                   4.48
clock buffers                 109          2730                   4.15
repair buffers                280          2420                   3.69
inverters                       1          3.75                0.00571
diodes                          1          2.50                0.00381
[worst max-delay path, stage by stage, from the launching register on]
cell and delay, ns:
edfxtp_1 0.37, mux4_2 0.47, a22o_1 0.30, a2111oi_0 0.67, nor3_1 0.32, clkdlybuf4s50_1 0.50
No activity file was given, so power comes from the tool's default toggle rates.
